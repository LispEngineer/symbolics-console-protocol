==> design/flow/design.v <==
module biphase_to_nrz #(
  parameter SHORT_PULSE = 300,  
  parameter IGNORE_PULSE = 25   
) (
  input logic clk,
  input logic rst,
  input logic biphase_in_raw,
  output logic nrz_out,  
  output logic clock_out,
  output logic data_received,
  output logic framing_error,
  output logic glitch_ignored,
  output logic counter_overflow
);
localparam LONG_PULSE = SHORT_PULSE * 2;
localparam TOO_LONG_PULSE = SHORT_PULSE * 3;
localparam COUNTER_SIZE = $clog2(TOO_LONG_PULSE);
localparam COUNTER_1 = { {(COUNTER_SIZE-1){1'b0}}, 1'b1};
logic [COUNTER_SIZE-1:0] counter = '0;
logic biphase_in_1, biphase_in;
logic biphase_last;
logic short_seen;
always_ff @(posedge clk) begin
  {biphase_last, biphase_in, biphase_in_1} <= {biphase_in, biphase_in_1, biphase_in_raw};
end  
always_ff @(posedge clk) begin
  if (rst) begin  
    counter <= '0;
    counter_overflow <= '0;
    data_received <= '0;
    framing_error <= '0;
    glitch_ignored <= '0;
    clock_out <= '0;
  end else if (biphase_last == biphase_in) begin  
    counter <= counter + COUNTER_1;
    if (&counter == 1'b1)
      counter_overflow <= '1;
    data_received <= '0;
    framing_error <= '0;
    glitch_ignored <= '0;
  end else begin  
    counter <= '0;
    counter_overflow <= '0;
    if (counter > TOO_LONG_PULSE || counter_overflow) begin
      framing_error <= '1;
      short_seen <= '0;
    end else if (counter > LONG_PULSE) begin
      data_received <= '1;
      nrz_out <= '1;
      short_seen <= '0;
      clock_out <= ~clock_out;
      if (short_seen)
        framing_error <= '1;
    end else if (counter > SHORT_PULSE) begin
      if (short_seen) begin
        data_received <= '1;
        nrz_out <= '0;
        short_seen <= '0;
        clock_out <= ~clock_out;
      end else begin
        short_seen <= '1;
      end
    end else if (counter < IGNORE_PULSE) begin
      glitch_ignored <= '1;
    end else begin
      framing_error <= '1;
      short_seen <= '0;
    end  
  end  
end  
endmodule
module c5g_symdec(
	input logic         CLOCK_125_p,
	input logic         CLOCK_50_B5B,
	input logic         CLOCK_50_B6A,
	input logic         CLOCK_50_B7A,
	input logic         CLOCK_50_B8A,
	output logic [7:0]  LEDG,
	output logic [9:0]  LEDR,
	input  logic        CPU_RESET_n,
	input  logic [3:0]  KEY,
	input  logic [9:0]  SW,
	output logic [6:0]  HEX0,
	output logic [6:0]  HEX1,
	input  logic        UART_RX,
	output logic        UART_TX,
	output logic [17:0] SRAM_A,
	output logic        SRAM_CE_n,
	inout  wire  [15:0] SRAM_D,
	output logic        SRAM_LB_n,
	output logic        SRAM_OE_n,
	output logic        SRAM_UB_n,
	output logic        SRAM_WE_n,
	output logic        SD_CLK,
	inout  logic        SD_CMD,
	inout  wire  [3:0]	SD_DAT,
	inout  wire  [35:0] GPIO 
);
logic rs422_re_n;  
logic rs422_txd;
logic rs422_rxd;
logic rs422_de;    
logic clock;
logic reset;
logic [6:0] HEX2, HEX3;
logic [6:0] ss0, ss1, ss2, ss3;
logic rs422_received;
logic rs422_clk;
logic nrz_received;
logic nrz_framing_error;
logic nrz_glitch;
logic bip_counter_overflow;
logic framing_error_seen = '0;
assign LEDG = '0;
assign LEDR[9:3] = '0;
assign UART_TX = '0;
assign {SRAM_A, SRAM_CE_n, SRAM_LB_n, SRAM_OE_n, SRAM_UB_n, SRAM_WE_n} = '0;
assign SD_CLK = '0;
assign SRAM_D = 'z;
assign {SD_CMD, SD_DAT} = 'z;
assign GPIO[21:17] = 'z;
assign GPIO[11:5] = 'z;
assign GPIO[2:0] = 'z;
assign clock = CLOCK_50_B5B;
assign reset = ~KEY[0];
assign GPIO[28:22] = HEX2;
assign GPIO[35:29] = HEX3;
assign HEX0 = ~ss0;
assign HEX1 = ~ss1;
assign HEX2 = ~ss2;
assign HEX3 = ~ss3;
seven_segment hex0 (
  .num(4'hA),
  .hex(ss0)
);
seven_segment hex1 (
  .num(4'hB),
  .hex(ss1)
);
seven_segment hex2 (
  .num(4'hF),
  .hex(ss2)
);
seven_segment hex3 (
  .num(4'hD),
  .hex(ss3)
);
assign GPIO[4] = rs422_re_n;
assign rs422_rxd = GPIO[3];
assign rs422_re_n = '0;  
biphase_to_nrz bip2nrz (
	.clk(clock),
  .rst(reset),
  .biphase_in_raw(rs422_rxd),
  .nrz_out(rs422_received),
  .clock_out(rs422_clk),
  .data_received(nrz_received),
  .framing_error(nrz_framing_error),
  .glitch_ignored(nrz_glitch),
  .counter_overflow(bip_counter_overflow)
);
assign GPIO[12] = rs422_clk;
assign GPIO[13] = rs422_received;
assign GPIO[14] = nrz_received;
assign GPIO[15] = nrz_framing_error;
assign GPIO[16] = nrz_glitch;  
assign LEDR[0] = reset;
assign LEDR[1] = framing_error_seen;
assign LEDR[2] = bip_counter_overflow;
always_ff @(posedge clock) begin
  if (reset)
    framing_error_seen <= '0;
  else if (nrz_framing_error)
    framing_error_seen <= '1;
end
endmodule
module seven_segment (
  input  logic [3:0] num,
  output logic [6:0] hex
);
always_comb
  case (num)
    4'b0000 : hex = 7'b011_1111;  
    4'b0001 : hex = 7'b000_0110;  
    4'b0010 : hex = 7'b101_1011;  
    4'b0011 : hex = 7'b100_1111;  
    4'b0100 : hex = 7'b110_0110;  
    4'b0101 : hex = 7'b110_1101;  
    4'b0110 : hex = 7'b111_1101;  
    4'b0111 : hex = 7'b000_0111;  
    4'b1000 : hex = 7'b111_1111;  
    4'b1001 : hex = 7'b110_1111;  
    4'b1010 : hex = 7'b111_0111;  
    4'b1011 : hex = 7'b111_1100;  
    4'b1100 : hex = 7'b011_1001;  
    4'b1101 : hex = 7'b101_1110;  
    4'b1110 : hex = 7'b111_1001;  
    4'b1111 : hex = 7'b111_0001;  
  endcase
endmodule
==> design/flow/run.sh <==
#!/bin/bash
# OpenROAD 26Q1-2900-gdf79404cd8, Yosys 0.63+post, stock flow scripts
make -C /OpenROAD-flow-scripts/flow DESIGN_CONFIG=/design/flow/config.mk WORK_HOME=/design/flow/orfs finish
==> design/flow/config.mk <==
export PLATFORM = sky130hd
export DESIGN_NAME = c5g_symdec
export DESIGN_NICKNAME = c5g_symdec
export VERILOG_FILES = /design/flow/design.v
export SDC_FILE = /design/flow/constraint.sdc
export NUM_CORES = 4
export LEC_CHECK = 1
export CORE_AREA = 10 10 100 100
export DIE_AREA = 0 0 110 110
==> design/flow/constraint.sdc <==
current_design c5g_symdec

set clk_period 3.8
set clk_io_pct 0.2

create_clock -name clk0 -period $clk_period [get_ports {CLOCK_50_B5B}]

set non_clock_inputs [all_inputs -no_clocks]
set_input_delay [expr $clk_period * $clk_io_pct] -clock clk0 $non_clock_inputs
set_output_delay [expr $clk_period * $clk_io_pct] -clock clk0 [all_outputs]
==> flow_metrics.tcl <==
# metrics dict for downstream scripts
set metrics [dict create \
    cts_buffer_depth 2 \
    dp_hpwl_um 2601 \
    yosys_cells 216 \
    cts-root-buf "clkbuf_8" \
    synth_area_um2 1788 \
    flop_cell "dfxtp_1" \
    hold_buffers 0 \
    dp_cells 314 \
    ys_ff 21 \
    fp-utilization 0.2290 \
    synth-edff-count 2 \
    cts_resized 0 \
    stop_stage "4_1_cts" \
    status "aborted with a tool error" \
    syn_area_per_cell_um2 8.278 \
    top_cells_by_count "buf_4, dfxtp_1, nor2_1, a21oi_1, o21ai_0" \
    ys_area_um2 1788 \
    ys_async_sr_fraction 0 \
    syn_inst 216 \
    synth_seq_share 0.2463 \
    port_buffers 4 \
    yosysMostFrequentCell "buf_4" \
    untimed_endpoints 1 \
    clock_sinks 21 \
    dieWidth_um 110 \
    die_h_um 110 \
    cts_buffers 3 \
    rows 32 \
    h-tree-depth 1 \
    top_area_frac 0.4535 \
    cts_setup_buffers 0 \
    yosysTopAreaCell "buf_4" \
    stop_error "[error] [KeplerFormal.cpp:679] Workflow failed: Iso has multiple drivers: .GPIO12, GPIO[12]$_SDFFE_PN0P_.Q0" \
    ys_warn_count 8 \
    routabilityCongestion 0.8194 \
    yosysUniqueCellTypes 33 \
    io_pins 135 \
    placedInstanceArea_um2 1493 \
    synthTopCellsByArea "buf_4, dfxtp_1, nor2_1" \
]
per-stage QoR:
step / utilization / total power (uW) / worst slack, ns / hold WS [ns]
after global placement: 0.1912 / 261.1 / 1.190 / 0.3136
after detailed placement: 0.1912 / 260.1 / 1.183 / 0.3185
after floorplan: - / 321.8 / 2.130 / 0.3096
cell families after synthesis:
group	after synthesis	synth area share
buffers and inverters	117	0.4885
other	2	0.004200
adders and majority gates	3	0.02100
AOI/OAI and AO/OA	24	0.09377
DFF	21	0.2463
xor gates and xnor gates	7	0.03429
and+or+nand+nor	42	0.1120
No activity file was given, so power comes from the tool's default toggle rates.
